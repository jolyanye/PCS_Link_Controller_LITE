==> run.sh <==
#!/bin/bash
# OpenROAD 26Q1-2900-gdf79404cd8, Yosys 0.63+post, stock flow scripts
make -C /OpenROAD-flow-scripts/flow DESIGN_CONFIG=/design/flow/config.mk WORK_HOME=/design/flow/orfs finish
==> constraint.sdc <==
current_design serializer_10b

set clk_period 3.4
set clk_io_pct 0.2

create_clock -name clk0 -period $clk_period [get_ports {clk}]

set non_clock_inputs [all_inputs -no_clocks]
set_input_delay [expr $clk_period * $clk_io_pct] -clock clk0 $non_clock_inputs
set_output_delay [expr $clk_period * $clk_io_pct] -clock clk0 [all_outputs]
==> config.mk <==
export PLATFORM = sky130hd
export DESIGN_NAME = serializer_10b
export DESIGN_NICKNAME = serializer_10b
export VERILOG_FILES = /design/flow/design.v
export SDC_FILE = /design/flow/constraint.sdc
export NUM_CORES = 4
export LEC_CHECK = 1
export CORE_AREA = 10 10 72 72
export DIE_AREA = 0 0 82 82
==> design.v <==
module serializer_10b (
    input wire clk,    
    input wire rst_n,
    input wire [9:0] data_in,     
    input wire fifo_empty,
    output reg rd_en,       
    output wire serial_out
);
    reg [9:0] shift_reg;
    reg [3:0] bit_cnt;
    localparam COMMA_K28_5 = 10'b1100000101;
    assign serial_out = shift_reg[0];  
    always @(posedge clk or negedge rst_n) begin
        if (!rst_n) begin
            shift_reg <= COMMA_K28_5;
            bit_cnt <= 4'd0;
            rd_en <= 1'b0;
        end else begin
            if (bit_cnt == 4'd8) begin
                rd_en <= !fifo_empty;
                bit_cnt <= bit_cnt + 1;
                shift_reg <= {1'b0, shift_reg[9:1]};
            end else if (bit_cnt == 4'd9) begin
                bit_cnt <= 4'd0;
                rd_en <= 1'd0;
                if (!fifo_empty) begin
                    shift_reg <= data_in;
                end else begin
                    shift_reg <= COMMA_K28_5;
                end
            end else begin
                shift_reg <= {1'b0, shift_reg[9:1]};  
                bit_cnt <= bit_cnt + 1;
                rd_en <= 1'd0;
            end
        end
    end
endmodule
==> flow_summary.rst <==
Synthesis and place-and-route
=============================

.. list-table::
   :header-rows: 1

   * - Metric
     - Value
   * - Run status
     - finished clean
   * - Height of the die
     - 82 µm
   * - Count of distinct cell types in the synthesized netlist
     - 18
   * - Routability Congestion
     - 0.756
   * - Overall Global Routing Usage
     - 3.76%
   * - Max-Slew Margin vs Limit
     - 57.4%
   * - Largest fanout on the critical path
     - 1
   * - Tightest hold margin
     - 458 ps
   * - Total inserted antenna cells
     - 0
   * - Setup crit start kind
     - register
   * - Site Rows
     - 22
   * - Largest cells by area
     - sky130_fd_sc_hd__dfrtp_1, sky130_fd_sc_hd__dfstp_2, sky130_fd_sc_hd__mux2_2
   * - Synth Seq Share
     - 54.7%
   * - Commonest cells after routing, fill and taps aside
     - sky130_fd_sc_hd__clkdlybuf4s50_1, sky130_fd_sc_hd__dfrtp_1, sky130_fd_sc_hd__nor2b_1
   * - Number of warning messages in the yosys log
     - 1
   * - Area share of the leading cell type in the synthesized netlist
     - 39.6%
   * - Kind of cell with the highest combined delay on the critical path
     - flip-flops
   * - Clock edge transition at the registers on the reported setup and hold paths
     - 60 ps
   * - Clock tree root driver cell
     - sky130_fd_sc_hd__clkbuf_8
   * - Critical path's largest stage delay
     - 510 ps
   * - Clk pwr share
     - 40.5%
   * - Crit path capture type
     - primary output
   * - Final Max Tran Viols
     - 0
   * - Antenna violations before repair
     - 0
   * - Avg Vias per Cell
     - 3.61
   * - Routed Antenna Nets
     - 0
   * - Master of the slowest instance on the critical path
     - sky130_fd_sc_hd__dfstp_2
   * - Core Footprint
     - 3690 µm²
   * - Switching share of power
     - 19.6%
   * - Tightest Pin Transition
     - 636 ps
   * - Post-CTS Setup Bufs
     - 0
   * - Number of cell instances after yosys synthesis
     - 55
   * - Horizontal extent of the die
     - 82 µm
   * - Power density relative to cell area
     - 373 nW/µm²
   * - Post-CTS Hold Buffers
     - 0
   * - Most frequent logic cell in the layout
     - sky130_fd_sc_hd__clkdlybuf4s50_1
   * - Number of filler instances in the final layout
     - 390
   * - 1st-pass router iterations
     - 4
   * - TritonCTS Sinks
     - 15
   * - Crit path cell chain
     - clkdlybuf4s50_1
   * - Post-Synthesis Cells
     - 55
   * - Number of vias after detailed routing
     - 430
   * - Floorplan utilization
     - 18.9%
   * - Post-layout period usage
     - 55.3%
   * - Die outline area
     - 6720 µm²
   * - Number of flip-flops under the largest register name
     - 10
   * - Post-synthesis cell area
     - 696 µm²
   * - Hold Vio Cnt, Final
     - 0
   * - Synthesis area per yosys
     - 696 µm²
   * - Maximum clock frequency
     - 0.531 GHz
   * - DRC
     - 0
   * - Count of input and output buffers
     - 14
   * - CP Class
     - reg -> out
   * - Data required time of the worst path
     - 2720 ps
   * - Number of buffers and inverters on the critical path
     - 1
   * - TritonCTS clock tree
     - built
   * - Registers, synthesis
     - 15
   * - Syn Area/Cell
     - 12.6 µm²
   * - Number of DRC markers in iteration 0
     - 22
   * - Share of cells above drive strength 1
     - 22.5%
   * - Post-synth top area cell
     - sky130_fd_sc_hd__dfrtp_1
   * - Final setup violating endpoints
     - 0
   * - Combinational Power Share
     - 7.1%
   * - Placed wire-length estimate
     - 932 µm
   * - Wire length of the first global-routing pass
     - 1.96 mm
   * - Total number of warnings across the stage logs
     - 27
   * - Wire length after detailed routing
     - 1.20 mm
   * - Number of cells upsized or downsized after cts
     - 0
   * - Unrepaired setup endpoints after global routing
     - no
   * - Kind of path behind the tightest hold check
     - reg -> reg
   * - Number of cells in the finished layout apart from fillers
     - 119
   * - Sequential share of power
     - 52.4%
   * - Internal power of the cells
     - 0.000277 W
   * - VDD IR-drop max
     - 0.199 mV
   * - P_leak
     - 0.398 nW
   * - Residual overflow from global routing
     - 0
   * - CTS H-Tree Depth
     - 1
   * - Inserted Clock Buffers
     - 3
   * - Net switching power figure
     - 0.0000674 W
   * - Number of global-route vias before repair
     - 407
   * - Pin count of the biggest net entering global routing
     - 16
   * - Buffer levels on the longest clock path
     - 2
   * - Clock latency on the worst-skew pair
     - 240 ps
   * - Critical path arrival
     - 1200 ps
   * - Cell total after placement
     - 115
   * - Total negative slack for setup checks
     - 0 ps
   * - Setup skew after layout
     - 1.24 ps
   * - Crit path time final
     - 1880 ps
   * - Max cap viols
     - 0
   * - Top-level I/O count
     - 15
   * - Area overhead of the layout relative to synthesis
     - 32.9%
   * - Average wire per standard cell
     - 10.1 µm
## power groups by stage
stage,registers [W],logic (W),clock network [W]
global route,0.000181,0.0000270,0.000156
CTS,0.000181,0.0000252,0.000146
finish,0.000181,0.0000244,0.000139
## worst paths after layout
kind | slack [ps] | depth (start not counted) | to | from
hold / removal | 460 | 2 | shift_reg[0] | shift_reg[1]
min in group asynchronous | 830 | 1 | shift_reg[5] | rst_n
max in group asynchronous | 2160 | 1 | bit_cnt[0] | rst_n
setup reg to reg | 1690 | 5 | shift_reg[1] | bit_cnt[0]
hold reg to reg | 460 | 2 | shift_reg[0] | shift_reg[1]
setup / recovery | 1520 | 1 | serial_out | shift_reg[0]
## logic make-up after synthesis
logic type	count (synthesis)	synth area share [%]
compound gates	2	1.80
xor+xnor	1	1.26
flops	15	54.7
mux	9	15.1
simple gates	17	14.6
fa+ha+maj	3	5.40
buf+inv	8	7.19
## area by class of cell
cell class,count,area [µm²],share of cell area (%)
Sequential cell,15,380,41.1
Multi-Input combinational cell,32,272,29.4
Timing Repair Buffer,15,148,16.0
Tap cell,48,60.1,6.50
Clock buffer,3,41.3,4.47
Inverter,5,18.8,2.03
Clock inverter,1,5.00,0.541
## layer usage
| layer | vias to the layer above | wire length [µm] | track usage, % |
|---|---|---|---|
| li1 | 213 | - | - |
| met1 | 202 | 570 | 5.13 |
| met2 | 15 | 467 | 4.70 |
| met3 | 0 | 165 | 3.08 |
| met4 | 0 | 0 | 0.170 |
| met5 | - | 0 | 0 |
## cells in the mapped netlist
library cell	n
sky130_fd_sc_hd__dfrtp_1	11
sky130_fd_sc_hd__nor2b_1	7
sky130_fd_sc_hd__nor2_1	6
sky130_fd_sc_hd__inv_1	5
sky130_fd_sc_hd__dfstp_2	4
sky130_fd_sc_hd__mux2_2	4
sky130_fd_sc_hd__ha_1	3
sky130_fd_sc_hd__mux2i_1	3
sky130_fd_sc_hd__mux2_4	2
sky130_fd_sc_hd__nor4bb_1	2
sky130_fd_sc_hd__a21oi_1	1
sky130_fd_sc_hd__and4_1	1
sky130_fd_sc_hd__buf_12	1
sky130_fd_sc_hd__buf_4	1
sky130_fd_sc_hd__clkbuf_1	1
sky130_fd_sc_hd__nor4_1	1
sky130_fd_sc_hd__o21a_1	1
sky130_fd_sc_hd__xnor2_1	1
## worst reg2reg max path: stages (launching register included)
cell and delay [ps]:
sky130_fd_sc_hd__dfrtp_1 430, sky130_fd_sc_hd__inv_1 70, sky130_fd_sc_hd__ha_1 220, sky130_fd_sc_hd__nor4bb_2 250, sky130_fd_sc_hd__buf_4 270, sky130_fd_sc_hd__mux2_2 360
## stage by stage
stage	cell area, µm²	util, %	total power, W	setup WS, ps
after floorplan	696	-	0.000189	1810
after global placement	878	23.8	0.000208	1550
after detailed placement	878	23.8	0.000209	1530
after CTS	925	25.1	0.000351	1500
after global routing	925	25.1	0.000364	1480
final	925	25.1	0.000345	1520
Power is estimated from default activity; no workload was simulated.
