**flow/config.mk**
```make
export PLATFORM = sky130hd
export DESIGN_NAME = cdc_fifo
export DESIGN_NICKNAME = cdc_fifo
export VERILOG_FILES = /design/flow/design.v
export SDC_FILE = /design/flow/constraint.sdc
export NUM_CORES = 4
export LEC_CHECK = 1
export CORE_AREA = 10 10 82 82
export DIE_AREA = 0 0 92 92
```
**flow/design.v**
```verilog
module cdc_fifo #(
    parameter DATA_WIDTH = 10,
    parameter ADDR_WIDTH = 2
)(
    input wire clk_wr,
    input wire rst_n_wr,
    input wire wr_en,  
    input wire [DATA_WIDTH-1:0] data_in,
    output wire full,
    input wire clk_rd,
    input wire rst_n_rd,
    input wire rd_en,  
    output wire [DATA_WIDTH-1:0] data_out,
    output wire empty
);
    reg [DATA_WIDTH-1:0] mem [0:(1<<ADDR_WIDTH)-1];   
    reg [ADDR_WIDTH:0] wr_ptr_bin, wr_ptr_gray;
    reg [ADDR_WIDTH:0] rd_ptr_bin, rd_ptr_gray;
    reg [ADDR_WIDTH:0] wr_ptr_gray_sync1, wr_ptr_gray_sync2;
    reg [ADDR_WIDTH:0] rd_ptr_gray_sync1, rd_ptr_gray_sync2;
    wire wr_ptr_bin_next = wr_ptr_bin + (wr_en && !full ? 1 : 0);
    wire wr_ptr_gray_next = wr_ptr_bin_next ^ (wr_ptr_bin_next >> 1);
    always @(posedge clk_wr or negedge rst_n_wr) begin
        if (!rst_n_wr) begin
            wr_ptr_bin <= 0;
            wr_ptr_gray <= 0;
        end else begin
            wr_ptr_bin <= wr_ptr_bin_next;
            wr_ptr_gray <= wr_ptr_gray_next;
        end
    end
    always @(posedge clk_wr) begin
        if (wr_en && !full)
            mem[wr_ptr_bin[ADDR_WIDTH-1:0]] <= data_in;
    end
    wire rd_ptr_bin_next = rd_ptr_bin + (rd_en && !empty ? 1 : 0);
    wire rd_ptr_gray_next = rd_ptr_bin_next ^ (rd_ptr_bin_next >> 1);
    always @(posedge clk_rd or negedge rst_n_rd) begin
        if (!rst_n_rd) begin
            rd_ptr_bin <= 0;
            rd_ptr_gray <= 0;
        end else begin
            rd_ptr_bin <= rd_ptr_bin_next;
            rd_ptr_gray <= rd_ptr_gray_next;
        end
    end
    assign data_out = mem[rd_ptr_bin[ADDR_WIDTH-1:0]];
    always @(posedge clk_rd or negedge rst_n_rd) begin
        if (!rst_n_rd) begin
            wr_ptr_gray_sync1 <= 0;
            wr_ptr_gray_sync2 <= 0;
        end else begin
            wr_ptr_gray_sync1 <= wr_ptr_gray;
            wr_ptr_gray_sync2 <= wr_ptr_gray_sync1;
        end
    end
    always @(posedge clk_wr or negedge rst_n_wr) begin
        if (!rst_n_wr) begin
            rd_ptr_gray_sync1 <= 0;
            rd_ptr_gray_sync2 <= 0;
        end else begin
            rd_ptr_gray_sync1 <= rd_ptr_gray;
            rd_ptr_gray_sync2 <= rd_ptr_gray_sync1;
        end
    end
    assign full = (wr_ptr_gray == {~rd_ptr_gray_sync2[ADDR_WIDTH:ADDR_WIDTH-1], rd_ptr_gray_sync2[ADDR_WIDTH-2:0]});
    assign empty = (rd_ptr_gray == wr_ptr_gray_sync2);
endmodule
```
**flow/run.sh**
```bash
#!/bin/bash
# OpenROAD 26Q1-2900-gdf79404cd8, Yosys 0.63+post, stock flow scripts
make -C /OpenROAD-flow-scripts/flow DESIGN_CONFIG=/design/flow/config.mk WORK_HOME=/design/flow/orfs finish
```
**flow/constraint.sdc**
```tcl
current_design cdc_fifo

set clk_period 2.2
set clk_io_pct 0.2

create_clock -name clk0 -period $clk_period [get_ports {clk_rd}]
create_clock -name clk1 -period $clk_period [get_ports {clk_wr}]

set non_clock_inputs [all_inputs -no_clocks]
set_input_delay [expr $clk_period * $clk_io_pct] -clock clk0 $non_clock_inputs
set_output_delay [expr $clk_period * $clk_io_pct] -clock clk0 [all_outputs]
```
==> flow_summary_export.csv <==
group,metric,value,unit
global_routing,grt_usage,3.702,%
layout,final_cells,146,
floorplanning,fp_util,18.10,%
min_path,hold_path.class,"input port to async pin",
power,p_int,1.214,mW
worst_setup_path,timing.rr.end,"mem[0][9]",
yosys,yosysSeqAreaShare,76.29,%
worst_setup_path,timing.rr.start,"wr_ptr_bin",
worst_setup_path,cp.arrival,1.46,ns
power,power_frac_seq,42.7,%
yosys,ys_cells,43,
yosys,top_logic_kind,"multiplexers",
timing,setup_tns,0,ns
yosys,ys_sh_simple,0,%
yosys,netlist_instances,43,
yosys,ys_ff,24,
cts,clkTransAtPathRegs,0.06,ns
timing,rsz0062_at_grt,"no",
yosys,synthMuxAreaShare,16.76,%
power,leakagePower,0.4963,nW
worst_setup_path,crit_path_top_delay_cell,"clkdlybuf4s50_1",
worst_setup_path,required,1.76,ns
worst_setup_path,reg2reg_depth,2,
worst_setup_path,crit_type,"register to output port",
layout,layout-area-overhead-vs-synth,46.19,%
yosys,ys_sh_xor,0.9537,%
placement,dpl.cell_count,138,
timing,skew,0.002932,ns
yosys,ys.warnings.count,1,
power,p_comb_share,32.3,%
worst_setup_path,timing.critical_path.buf_inv,2,
placement,place.gp.congestion,0.7316,
run,tool_warnings,27,
drt,wirelength,1493,um
global_routing,grt_pass1_wl,2380,um
floorplanning,die_y,92,um
layout,seq_area,700.7,um2
worst_setup_path,cpPeakStageDelay,0.43,ns
worst_setup_path,path_cells,"buf_4 > mux2_4 > clkdlybuf4s50_1",
yosys,yosys_area,918.4,um2
cts,cts_setup_buffers,0,
power,vdd_drop_max,0.3675,mV
floorplanning,io-pin-count,28,
floorplanning,row_count,26,
drt,antennaDiodeCount,0,
placement,placed_area,1252,um2
worst_setup_path,crit_family,"buffers and inverters",
floorplanning,fp.coreArea,5075,um2
global_routing,use_met3,3.130,%
power,pwr-share-clk,25.0,%
floorplanning,fp.dieW,92,um
layout,drive_gt1_share,25.00,%
timing,slew_violations,0,
cts,ctsResizeCount,0,
worst_setup_path,r2r_setup_slack,0.96,ns
cts,cts_tree,"built",
layout,final_core_utilization,26.45,%
drt,drt-wirelength-per-cell,10.23,um
global_routing,antenna_found_initial,0,
run,maxCapViolCount,0,
global_routing,use_met1,2.892,%
drt,firstDrtPassIters,2,
yosys,synth_cell_types,10,
timing,hold_ws,0.3319,ns
power,power_switching,0.3085,mW
run_status,status,"completed",
drt,ant_nets,0,
drt,num_vias,439,
layout,lay_top_cells,"clkdlybuf4s50_1 (25), edfxtp_1 (20), mux2_4 (8), clkbuf_8 (6), dfrtp_1 (4)",
worst_setup_path,critPathMaxFanout,6,
global_routing,grt_max_degree,12,
global_routing,top_usage_layer,"met2",
timing,setup_viol,0,
layout,layout_top_cell,"clkdlybuf4s50_1",
layout,design_area,1343,um2
layout,num-fill-cells,532,
cts,ctsHoldBuffers,0,
global_routing,grt-ovfl-total,0,
power,finalPower,1.522,mW
timing,fin_ws,0.2959,ns
yosys,avgSynthCellArea,21.36,um2
floorplanning,dieArea,8464,um2
layout,final-comb-area,191.4,um2
worst_setup_path,end_kind,"output port",
yosys,netlist_area,918.4,um2
timing,hold_viol_final,0,
yosys,compound_area_share,0,%
drt,routed_via_density,3.007,
power,netSwitchingFraction,20.26,%
placement,hpwl,1287,um
global_routing,grt_pass1_vias,512,
worst_setup_path,critPathLaunchType,"register",
placement,numPortBuffers,25,
global_routing,met2_usage,6.706,%
power,p_per_area,1134,nW/um2
placement,post-place-ws,0.4435,ns
cts,numClockSinks,24,
drt,drt_iter0_drc,4,
yosys,adder_share,2.725,%
drt,drc,0,
-- cell type report --
cell class,count,area share [%]
timing repair buffer,27,19.76
inverter,2,0.5592
sequential,24,52.19
clock buffer,8,6.710
multi-input combinational,15,14.26
tap,70,6.524
-- worst register-to-register path, stage by stage, from the launching register on --
cell     delay [ns]
dfrtp_1        0.41
inv_1          0.07
ha_1           0.41
-- state kept, by name, summed over array words and instances (netlist names), named ones only --
name               flops
mem                   20
wr_ptr_bin             1
wr_ptr_gray_sync1      1
wr_ptr_gray_sync2      1
-- worst max-delay path by stage --
stage	from	to	cells after the start
after CTS	register	data_out[3]	3
after global routing	register	data_out[3]	3
final	register	data_out[8]	3
-- power by group through the flow --
stage / logic, mW / clock network (mW) / registers, mW
after CTS: 0.511 / 0.397 / 0.653
final: 0.491 / 0.381 / 0.650
after global routing: 0.545 / 0.429 / 0.658
-- Yosys cell counts (all sizes together) --
master   n  share of area (%)
inv      2               0.82
xnor2    1               0.95
ha       2                2.7
conb     1               0.41
edfxtp  20                 65
buf      2                2.0
dfrtp    4                 11
mux2    11                 17
-- logic make-up after synthesis --
family	after synthesis
mux	11
flops	24
buf+inv	4
other cells	1
xor+xnor	1
fa+ha+maj	2
-- layer usage --
layer  wire length, um  up-vias
li1                  -      220
met1               461      199
met2               817       18
met3               207        2
met4                 6        0
met5                 0        -
Power and IR drop assume default switching activity.
