`design/flow/run.sh`:
```
#!/bin/bash
# OpenROAD 26Q1-2900-gdf79404cd8, Yosys 0.63+post, stock flow scripts
make -C /OpenROAD-flow-scripts/flow DESIGN_CONFIG=/design/flow/config.mk WORK_HOME=/design/flow/orfs finish
```
`design/flow/constraint.sdc`:
```
current_design encoder_8b10b

set clk_period 3.8
set clk_io_pct 0.2

create_clock -name clk0 -period $clk_period [get_ports {clk}]

set non_clock_inputs [all_inputs -no_clocks]
set_input_delay [expr $clk_period * $clk_io_pct] -clock clk0 $non_clock_inputs
set_output_delay [expr $clk_period * $clk_io_pct] -clock clk0 [all_outputs]
```
`design/flow/config.mk`:
```
export PLATFORM = sky130hd
export DESIGN_NAME = encoder_8b10b
export DESIGN_NICKNAME = encoder_8b10b
export VERILOG_FILES = /design/flow/design.v
export SDC_FILE = /design/flow/constraint.sdc
export NUM_CORES = 4
export LEC_CHECK = 1
export CORE_AREA = 10 10 95 95
export DIE_AREA = 0 0 105 105
```
`design/flow/design.v`:
```
module encoder_8b10b (
    input wire clk,
    input wire rst_n,
    input wire tx_en,
    input wire [7:0] data_in,
    input wire k_select,   
    output reg [9:0] data_out
);
    reg rd;  
    wire [4:0] data_5b = data_in[4:0];
    wire [2:0] data_3b = data_in[7:5];
    reg [5:0] data_6b;
    reg [3:0] data_4b;
    reg unbalanced_6b;   
    reg unbalanced_4b;
    wire rd_mid = unbalanced_6b ? ~rd : rd;
    always @(*) begin
        unbalanced_6b = 1'b1; 
        case (data_5b)
            5'd0:  data_6b = (rd == 0) ? 6'b100111 : 6'b011000;
            5'd1:  data_6b = (rd == 0) ? 6'b011101 : 6'b100010;
            5'd2:  data_6b = (rd == 0) ? 6'b101101 : 6'b010010;
            5'd3:  begin data_6b = 6'b110001; unbalanced_6b = 1'b0; end
            5'd4:  data_6b = (rd == 0) ? 6'b110101 : 6'b001010;
            5'd5:  begin data_6b = 6'b101001; unbalanced_6b = 1'b0; end
            5'd6:  begin data_6b = 6'b011001; unbalanced_6b = 1'b0; end
            5'd7:  data_6b = (rd == 0) ? 6'b111000 : 6'b000111;
            5'd8:  data_6b = (rd == 0) ? 6'b111001 : 6'b000110;
            5'd9:  begin data_6b = 6'b100101; unbalanced_6b = 1'b0; end
            5'd10: begin data_6b = 6'b010101; unbalanced_6b = 1'b0; end
            5'd11: begin data_6b = 6'b110100; unbalanced_6b = 1'b0; end
            5'd12: begin data_6b = 6'b001101; unbalanced_6b = 1'b0; end
            5'd13: begin data_6b = 6'b101100; unbalanced_6b = 1'b0; end
            5'd14: begin data_6b = 6'b011100; unbalanced_6b = 1'b0; end
            5'd15: data_6b = (rd == 0) ? 6'b010111 : 6'b101000;
            5'd16: data_6b = (rd == 0) ? 6'b011011 : 6'b100100;
            5'd17: begin data_6b = 6'b100011; unbalanced_6b = 1'b0; end
            5'd18: begin data_6b = 6'b010011; unbalanced_6b = 1'b0; end
            5'd19: begin data_6b = 6'b110010; unbalanced_6b = 1'b0; end
            5'd20: begin data_6b = 6'b001011; unbalanced_6b = 1'b0; end
            5'd21: begin data_6b = 6'b101010; unbalanced_6b = 1'b0; end
            5'd22: begin data_6b = 6'b011010; unbalanced_6b = 1'b0; end
            5'd23: data_6b = (rd == 0) ? 6'b111010 : 6'b000101;
            5'd24: data_6b = (rd == 0) ? 6'b110011 : 6'b001100;
            5'd25: begin data_6b = 6'b100110; unbalanced_6b = 1'b0; end
            5'd26: begin data_6b = 6'b010110; unbalanced_6b = 1'b0; end
            5'd27: data_6b = (rd == 0) ? 6'b110110 : 6'b001001;
            5'd28: begin data_6b = 6'b001110; unbalanced_6b = 1'b0; end
            5'd29: data_6b = (rd == 0) ? 6'b101110 : 6'b010001;
            5'd30: data_6b = (rd == 0) ? 6'b011110 : 6'b100001;
            5'd31: data_6b = (rd == 0) ? 6'b101011 : 6'b010100;
            default: begin data_6b = 6'b000000; unbalanced_6b = 1'b0; end
        endcase
        if (k_select && data_5b == 5'd28) begin
            data_6b = (rd == 0) ? 6'b001111 : 6'b110000;
            unbalanced_6b = 1'b1;
        end
    end
    always @(*) begin
        unbalanced_4b = 1'b1;
        case (data_3b)
            3'd0: data_4b = (rd_mid == 0) ? 4'b1011 : 4'b0100;
            3'd1: begin data_4b = 4'b1001; unbalanced_4b = 1'b0; end
            3'd2: begin data_4b = 4'b0101; unbalanced_4b = 1'b0; end
            3'd3: data_4b = (rd_mid == 0) ? 4'b1100 : 4'b0011;
            3'd4: data_4b = (rd_mid == 0) ? 4'b1101 : 4'b0010;
            3'd5: begin data_4b = 4'b1010; unbalanced_4b = 1'b0; end
            3'd6: begin data_4b = 4'b0110; unbalanced_4b = 1'b0; end
            3'd7: begin
                if (rd_mid == 0) data_4b = 4'b1110; 
                else data_4b = 4'b0001;
                unbalanced_4b = 1'b1;
            end
            default: begin data_4b = 4'b0000; unbalanced_4b = 1'b0; end
        endcase
    end
    always @(posedge clk or negedge rst_n) begin
        if (!rst_n) begin
            rd <= 1'b0;
            data_out <= 10'b1100000101;  
        end else if (tx_en) begin
            rd <= unbalanced_4b ? ~rd_mid : rd_mid;
            data_out <= {data_4b, data_6b};
        end
    end
endmodule
```
==> results.cfg <==
; flow metrics
[status]
outcome = finished clean

[finish]
final_util_pct = 26.8
layout_top_cell = a21oi_1
drive_gt1_share_pct = 11.1
final_cell_mix = a21oi_1, clkdlybuf4s50_1, nand2_1, nor2_1, o21ai_0
syn_to_final_growth_pct = 19.9

[place]
finalWeightedCongestion = 0.943
port_buffers = 21
dpl.hpwl_um = 3080

[timing]
timing.hold.ws_ns = 0.481
worst_pin_slew_ns = 0.763
maxSlewViolCount = 0
finalCritPeriodShare_pct = 78.4
hold_violations = 0
setup_violations = 0
slew_headroom_pct = 49.0
fin_skew_ns = 0.00268
fin_crit_ns = 2.98
fmax_mhz = 335
tns_ns = 0
grt_setup_unrepaired = false

[critical_path]
path_depth = 7
reg2reg_depth = 6
critPathBufInv = 1
crit_path_start = data_in[4]
critPathSlowestCell = clkdlybuf4s50_1
critPathMaxStageDelay_ns = 0.80
path_class = in -> reg
cp.required_ns = 3.96
rr_startpoint = rd
path_cells = clkdlybuf4s50_1 > and2_1 > a311oi_2 > o21ai_4 > xnor2_4 > a211o_1 > a31oi_1
cp_top_family = AND-OR/OR-AND gates
cp-end-kind = flop
start_kind = input port
cp_max_fo = 22
arrival_ns = 3.14

[global_route]
antenna_found_initial = 0
grt_use_total_pct = 7.41
grt_pass1_vias = 1451
grt_max_degree = 35
gr-total-overflow = 0
grt_pass1_wl_um = 7240

[logic_synthesis]
simple_gate_share_pct = 24.4
ys_sh_adder_pct = 0.647
yosys_cells = 217
syn_area_per_cell_um2 = 7.13
synth_flops = 11
synth_warnings = 1
top_logic_kind = AND-OR/OR-AND gates
edf_count = 0
top_area_cell = dfrtp_1
yosys-stat-area_um2 = 1550
synthTopCellsByArea = dfrtp_1, a21oi_1, dfstp_2, buf_2, o22ai_1
async_flop_share_pct = 100
netlist_area_um2 = 1550
mux_area_share_pct = 1.38
top_area_share_pct = 11.3
syn_inst = 217
synth_cell_types = 60
aoi_share_pct = 37.5
ys_seq_share_pct = 18.1
synth-xor-area-share_pct = 6.31
synth-main-ff-cell = dfrtp_1

[worst_hold_path]
min_delay_path_depth = 2
hold_path_startpoint = data_out[9]
hp-class = reg -> reg

[die]
fp-row-count = 30
fp_util_pct = 22.4
design.core.area_um2 = 6910
fp.dieW_um = 105
die_h_um = 105
die-area_um2 = 11000
num_io_pins = 22

[route]
wl_per_cell_um = 13.1
avgViaCountPerCell = 4.95
drt-total-wl_um = 4230
num_vias = 1593
diodes = 0
ant_nets = 0
first_pass_iters = 4
drt_iter0_drc = 160
drc = 0

[clock_network]
path_clk_slew_ns = 0.05
hold_buffers = 0
clkLatencyLatePin_ns = 0.23
cts_root_buffer = clkbuf_8
cts_buffer_depth = 2
cts_setup_buffers = 0
cts_inserted_buffers = 3
cts_resized = 0
cts_tree = done
clock-sinks = 11
h-tree-depth = 1

[power_and_ir_drop]
powerDensity_nw_per_um2 = 377
vdd_drop_max_mv = 0.119
power.total_w = 0.000699
p_leak_nw = 0.651

[run]
maxCapViolations = 0
warnings = 25
synthesized netlist by cell type (2+ instances only):
library cell   n
nand2_1       14
o211ai_1       2
o311ai_1       5
or3_1          6
nand2b_1       5
xnor2_1        4
clkbuf_1       7
nor2_1        14
o22ai_1        9
nor3_1         4
a211oi_1       3
buf_4          5
o21ai_0       11
nor2b_1        6
dfrtp_1        7
a31oi_1        3
xor2_1         4
a21oi_1       25
and2_1         3
inv_1         10
o21ai_1        9
buf_2         12
dfstp_2        4
o2bb2ai_1      2
nand3_1        7
nand4b_1       2
final timing paths:
kind                               endpoint  slack [ns]
worst max-delay path            data_out[6]        0.82
worst min-delay path            data_out[9]        0.48
worst max register to register  data_out[0]        1.43
worst min register to register  data_out[9]        0.48
max in group asynchronous       data_out[2]        2.58
min in group asynchronous       data_out[7]        0.86
metal layers:
metal	global-route usage, %	vias up	wire length, um
met5	0	-	0
met4	1.27	0	65
met3	1.37	8	238
met2	10.8	48	1890
met1	11.2	720	2040
li1	-	817	-
cell families (layout without fill, tap and decap cells):
family / count (synthesis) / in the layout
flip-flops: 11 / 11
AND-OR/OR-AND: 88 / 88
buffers and inverters: 37 / 46
adder cells (fa/ha/maj): 1 / 1
AND/OR/NAND/NOR: 69 / 69
multiplexers: 2 / 2
XOR/XNOR: 9 / 9
stage by stage:
stage                     cell area [um^2]  std cells  worst slack, ns
after detailed placement              1810        318            0.606
after global routing                  1850        322            0.698
after floorplan                       1550        217             1.59
after global placement                1810        318            0.633
final                                 1850        322            0.819
after CTS                             1850        322            0.825
power breakdown:
group | leakage, nW | internal (W) | switching, W
Combinational | 0.503 | 0.000188 | 0.000186
Clock | 0.0228 | 0.0000735 | 0.0000417
Sequential | 0.125 | 0.000161 | 0.0000495
Total | 0.651 | 0.000422 | 0.000277
sequential cells by signal, indices dropped and copies added (netlist names):
name / flops
data_out: 10
rd: 1
final cells by class:
class,instances,area (um^2)
Clock buffer,4,45.0
Tap cell,96,120
Multi-Input combinational cell,169,1090
Fill cell,767,5050
Inverter,12,45.0
Sequential cell,11,280
Timing Repair Buffer,30,278
worst register-to-register path, cell delays in order (launching register included):
cell	delay, ns
dfrtp_1	0.78
buf_4	0.31
inv_1	0.17
a31oi_1	0.19
o22ai_1	0.10
a2111oi_0	0.59
o22ai_1	0.13
Power and IR drop assume default switching activity.
